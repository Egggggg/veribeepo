===== /design/flow/config.mk =====
export PLATFORM = sky130hd
export DESIGN_NAME = Multi7
export DESIGN_NICKNAME = Multi7
export VERILOG_FILES = /design/flow/design.v
export SDC_FILE = /design/flow/constraint.sdc
export NUM_CORES = 4
export LEC_CHECK = 1
export CORE_UTILIZATION = 30

===== /design/flow/constraint.sdc =====
current_design Multi7

set clk_period 2.6
set clk_io_pct 0.2

create_clock -name clk0 -period $clk_period [get_ports {i_clk}]

set non_clock_inputs [all_inputs -no_clocks]
set_input_delay [expr $clk_period * $clk_io_pct] -clock clk0 $non_clock_inputs
set_output_delay [expr $clk_period * $clk_io_pct] -clock clk0 [all_outputs]

===== /design/flow/design.v =====
module Multi7 #(
    parameter DISPLAYS = 4,
    parameter FREQ = 27_000_000,
    parameter DELAY_US = 5000,
    parameter integer DELAY = FREQ * (DELAY_US / 1_000_000.0),
    parameter ENABLE_HEX = 1,
    parameter ENABLE_CUSTOM = 0
) (
    i_clk,
    i_hex,
    i_custom,
    i_mode,      
    o_segments_drive,
    o_displays_neg
);
    localparam d_0 = 7'b1111110;
    localparam d_1 = 7'b0110000;
    localparam d_2 = 7'b1101101;
    localparam d_3 = 7'b1111001;
    localparam d_4 = 7'b0110011;
    localparam d_5 = 7'b1011011;
    localparam d_6 = 7'b1011111;
    localparam d_7 = 7'b1110000;
    localparam d_8 = 7'b1111111;
    localparam d_9 = 7'b1111011;
    localparam d_a = 7'b1110111;
    localparam d_b = 7'b0011111;
    localparam d_c = 7'b1001110;
    localparam d_d = 7'b0111101;
    localparam d_e = 7'b1001111;
    localparam d_f = 7'b1000111;
    input i_clk, i_mode;
    input [(ENABLE_HEX * (DISPLAYS*4-1)):0] i_hex;
    input [(ENABLE_CUSTOM * (DISPLAYS*7-1)):0] i_custom;
    output [6:0] o_segments_drive;
    output [(DISPLAYS-1):0] o_displays_neg;
    reg [$clog2(DELAY):0] r_tick = 0;
    reg [(DISPLAYS*7-1):0] r_hex_state;
    reg [$clog2(DISPLAYS):0] r_display_select = 0;
    reg [(DISPLAYS-1):0] r_displays_neg = ~1;
    reg [6:0] r_display_output;
    assign o_segments_drive = r_display_output;
    assign o_displays_neg = r_displays_neg;
    always @(posedge i_clk) begin
        if (r_tick == DELAY - 1) begin
            r_tick <= 0;
            r_displays_neg <= (r_displays_neg << 1) | r_displays_neg[DISPLAYS-1];
            if (r_display_select == DISPLAYS - 1) begin
                r_display_select <= 0;
            end else begin
                r_display_select <= r_display_select + 1;
            end
        end else begin
            r_tick <= r_tick + 1;
        end
    end
    generate
        if (ENABLE_HEX) begin
            for (genvar i = 0; i < DISPLAYS; i = i + 1) begin
                localparam TOP = i * 4 + 4 - 1;
                localparam BOTTOM = i * 4;
                localparam G = i * 7 + 7 - 1;
                localparam A = i * 7;
                always @(i_hex[(TOP):(BOTTOM)]) begin
                    case (i_hex[(TOP):(BOTTOM)])
                        4'h0: r_hex_state[G:A] <= d_0;
                        4'h1: r_hex_state[G:A] <= d_1;
                        4'h2: r_hex_state[G:A] <= d_2;
                        4'h3: r_hex_state[G:A] <= d_3;
                        4'h4: r_hex_state[G:A] <= d_4;
                        4'h5: r_hex_state[G:A] <= d_5;
                        4'h6: r_hex_state[G:A] <= d_6;
                        4'h7: r_hex_state[G:A] <= d_7;
                        4'h8: r_hex_state[G:A] <= d_8;
                        4'h9: r_hex_state[G:A] <= d_9;
                        4'hA: r_hex_state[G:A] <= d_a;
                        4'hB: r_hex_state[G:A] <= d_b;
                        4'hC: r_hex_state[G:A] <= d_c;
                        4'hD: r_hex_state[G:A] <= d_d;
                        4'hE: r_hex_state[G:A] <= d_e;
                        4'hF: r_hex_state[G:A] <= d_f;
                    endcase
                end
            end
        end
    endgenerate
    generate
        if (ENABLE_HEX && ENABLE_CUSTOM) begin
            always @(r_hex_state or i_custom or i_mode or r_display_select)
                r_display_output <= (i_mode ? i_custom : r_hex_state) >> (r_display_select * 7);
        end else if (ENABLE_HEX) begin
            always @(r_hex_state or r_display_select)
                r_display_output <= r_hex_state >> (r_display_select * 7);
        end else if (ENABLE_CUSTOM) begin
            always @(i_custom or r_display_select)
                r_display_output <= i_custom >> (r_display_select * 7);
        end
    endgenerate
endmodule

===== /design/flow/run.sh =====
#!/bin/bash
# OpenROAD 26Q1-2900-gdf79404cd8, Yosys 0.63+post, stock flow scripts
make -C /OpenROAD-flow-scripts/flow DESIGN_CONFIG=/design/flow/config.mk WORK_HOME=/design/flow/orfs finish

==> summary.txt <==
The flow run is done. The flow ran to the end, and the final reports show no timing, DRC or antenna violations. In this run the number of H-tree levels came out at 1. Overflow left after global routing landed at 0. TritonCTS built the clock tree. The initialized floorplan defines 30 standard-cell rows.

Input and output buffers added on the ports amount to 27. The number of hold buffers added after CTS was 0. Number of unique standard cell types used by synthesis landed at around 46. The final timing report derives a shortest allowable period of 2.55 ns.

Utilization after layout landed at around 45%. Per the detail_route report, DRC violations left total 0. Detailed placement finished with a half-perimeter wire length of approximately 3.7 mm. The most critical setup path has its startpoint at i_hex[5]. For this run the top cell type by instance count after synthesis was sky130_fd_sc_hd__nor2_1. At the worst endpoint, the required time is 2.08 ns. Between the synthesized netlist and the finished layout, the area growth was recorded as 40.7%.

Across every metal layer, demand over resource in global routing totals 13.3%. The number of global-route vias before repair came to 1786. The endpoint of the worst hold path is reported as r_tick[0].

Per the CTS log, the buffer count on the longest clock path is 2. In this run the critical register-to-register path is launched from r_tick[0]. For the final routed database, the setup TNS stands at 0 ns.

After layout, the setup clock skew is reported as 0.00146 ns. The first global-routing pass estimated 8.18 mm of wire. Share of the core filled by cells before placement landed at a little under a third. Warning total across the stage logs landed at 49. For flop-to-flop paths, the worst setup slack is 0.91 ns.

Post-detailed-placement cell area landed at 2920 um2. Number of warning messages in the yosys log landed at 2. The commonest register cell is sky130_fd_sc_hd__dfxtp_1.

Summing over every cut layer, the via total after detailed routing is 1976. Register share after synthesis landed at 26.6%. The synthesized design contains 7 enable-type register cells. Chip area line of the yosys report landed at 2220 um2. The final timing report lists a max-slew violation count of 0. STA classifies the critical path endpoint as a primary output. Post-CTS clock slew at the launch and capture registers of the worst setup and hold paths landed at 0.08 ns. Number of antenna diodes landed at 0. The report puts the cell count of the worst reg-to-reg path at 6. The number of antenna violations at the first check in global routing was 0. In the setup report, the worst path falls into the class in2out.

Post-route antenna net violation count landed at 0. Fraction of post-synthesis cell area in the top cell type by area landed at 17.2%. Overall die width landed at 88.0 um. The min-delay analysis places its worst path in the category reg2reg. Fill cell total of the finished layout landed at 667.

Per the final layout report, the fraction of cells sized above drive strength 1 comes to between 30% and 40%. In this run the worst path has a maximum fanout of 5. The flow reports an fmax of 392 MHz. The worst setup path is launched from an input pin. Number of top-level pins landed at 30. Number of setup violations in the final report landed at 0. Detailed-route iteration 0 reported a violation count of 74. Die area landed at between 7000 and 8000 um2.

Count of instantiated cells in the yosys netlist landed at 246. The power report puts the leakage power at 0.00139 uW. The script computed a power per unit cell area of 297 nW/um2. Sink count of the clock tree landed at 26. Worst setup slack after layout landed at between 0.05 and 0.06 ns.

Sorting the Yosys area breakdown by cell type puts at the top sky130_fd_sc_hd__dfxtp_1. Number of instances on the worst hold path landed at 1. TritonRoute output was used to compute an average wire per cell of 11.7 um. After synthesis the cells add up to ~2200 um2. Largest net degree at the start of global routing landed at 18. For the worst min-delay path, the startpoint reported by OpenROAD is r_tick[0]. The CTS report gives the tree buffer count as 3. In this run the vertical extent of the chip is 88.0 um.

The tree is rooted in a sky130_fd_sc_hd__clkbuf_8. Across the VDD grid, the largest voltage drop is 529 uV. Detail-routed via count per cell landed at 4.78. Power comes to 926 uW. Per the post-place timing report, worst setup slack is -0.838 ns.

Setup repair after global routing could not meet its margin everywhere. Synthesized netlist cell count landed at 246. Yosys reports that the most numerous cell types are sky130_fd_sc_hd__nor2_1, sky130_fd_sc_hd__ha_1, sky130_fd_sc_hd__dfxtp_1. The final hold violation count recorded for this run is 0. Total routed wirelength landed at 4.84 mm. In this run, synthesis produced a sequential element count of 26. Fraction of the cycle the final worst path needs landed at between 90 and 100%.

Per-instance average area after synthesis landed at 9.01 um2. Global placer's final weighted congestion landed at roughly 0.86. Design area landed at 3120 um2. Clock latency on the worst-skew pair, taken at its later pin, is about 0.26 ns. By area the synthesized netlist is led by sky130_fd_sc_hd__dfxtp_1, sky130_fd_sc_hd__ha_1, sky130_fd_sc_hd__edfxtp_1, sky130_fd_sc_hd__mux4_2, sky130_fd_sc_hd__nor2_1. For the worst reg-to-reg path, the endpoint reported by OpenROAD is r_tick[18]. According to the floorplan report, the placeable core area is 6980 um2. Across the run, the number of max-cap violations was 0. For the pin with the worst max-slew slack, the measured transition is around 0.53 ns. Yosys reported that registers with async set or reset make up 0%. Signal arrival time at the worst endpoint landed at around 2 ns.

For this run, the detailed router's first-pass iteration total came to 4. Relative max-transition margin landed at between 60% and 70%.
==> power breakdown <==
| group | internal [uW] | leakage [uW] | total [uW] | switching (uW) |
|---|---|---|---|---|
| combinational | 143 | 0.00112 | 261 | 118 |
| clock | 135 | 0.0000288 | 253 | 118 |
| sequential | 413 | 0.000234 | 413 | 0 |
| total | 690 | 0.00139 | 926 | 236 |
==> cell families after synthesis <==
kind of cell / count (synthesis) / synth area share (%)
compound gates: 46 / 15.6
simple gates: 89 / 21.9
fa+ha+maj: 27 / 15.2
xor+xnor: 15 / 5.93
buf+inv: 29 / 5.47
mux: 14 / 9.26
flops: 26 / 26.6
==> per-stage QoR <==
stage          instances  hold WS, ns
3_3_place_gp         405        0.431
6_report             413        0.453
2_1_floorplan        246        0.400
5_1_grt              413        0.477
3_5_place_dp         405        0.438
4_1_cts              413        0.461
==> final cells by class <==
type	count	area, um2	share of cell area, %
Sequential cell	26	591	18.9
Clock buffer	4	55.1	1.76
Tap cell	96	120	3.85
Inverter	15	56.3	1.80
Timing Repair Buffer	81	629	20.2
Multi-Input combinational cell	191	1670	53.5
==> sequential cells by signal (all words and copies together) (netlist names) <==
register	count
r_display_select	3
r_tick	19
r_displays_neg	4
==> repair_timing <==
item / 4_1_cts / 5_1_grt
buffers inserted: 4 / 0
resized: 82 / 23
pin swaps: 22 / 3
setup endpoints to repair: 7 / 6
==> layout by cell type (no fill, tap or decap), drive strengths merged, types with 4 or more instances in the layout <==
cell type      synthesis  layout
clkdlybuf4s50          0       5
a211oi                11      11
clkbuf                 9      12
o21ai                  6       6
dfxtp                 19      19
a221oi                 4       4
and3                   4       4
xor2                  10      10
mux2i                  7       7
o32ai                  4       4
ha                    27      27
edfxtp                 7       7
mux4                   5       5
dlygate4sd2            0       8
nor3                   7       7
nor2                  29      29
buf                    5      60
a31oi                  4       4
nand2                 17      17
nor2b                 10      10
inv                   15      15
xnor2                  5       5
nand3                  5       5
==> worst max-delay path by stage <==
stage	endpoint	cells past startpoint
after global routing	o_segments_drive[3]	8
after CTS	o_segments_drive[3]	7
final	o_segments_drive[3]	7
==> worst max-delay path: stages <==
cell                       delay [ns]
sky130_fd_sc_hd__clkbuf_2        0.10
sky130_fd_sc_hd__buf_4           0.15
sky130_fd_sc_hd__ha_1            0.21
sky130_fd_sc_hd__mux4_2          0.45
sky130_fd_sc_hd__mux2_4          0.29
sky130_fd_sc_hd__a211oi_2        0.19
sky130_fd_sc_hd__buf_2           0.12
==> metal layers <==
layer,wire length [um],up-vias,global-route usage [%]
met1,2600,910,22.5
met2,1980,35,19.6
met4,19,0,0.596
met3,234,2,1.34
li1,-,1029,-
met5,0,-,0
No activity file was given, so power comes from the tool's default toggle rates.
