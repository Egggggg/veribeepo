<file path="./design.v">
module Counter#(
    parameter DIGITS = 4,
    parameter FREQ = 27_000_000,
    parameter DELAY_MS = 300,
    parameter integer DELAY = FREQ * (DELAY_MS / 1000.0)
) (
    i_clk,
    i_down_button,
    i_up_button,
    o_number
);
    reg [(4*DIGITS-1):0] r_number = 0;
    reg [$clog2(DELAY):0] r_tick = 0;
    reg [3:0] r_inc = 0;
    reg [3:0] r_dec = 0;
    reg op = 0;  
    reg [2:0] sub = 3'b000;  
    reg [2:0] add = 3'b000;  
    input i_clk;
    input i_down_button;
    input i_up_button;
    output [(4*DIGITS-1):0] o_number;
    assign o_number = r_number;
    always @(posedge i_clk)
        if (r_tick == DELAY) begin
            if (op == 0) r_number <= r_number + r_inc + 1;
            else if (op == 1) r_number <= r_number - (r_dec + 1);
            r_tick <= 0;
        end else begin
            r_tick <= r_tick + 1;
        end
    always @(posedge i_clk) op <= sub[2] ^ add[2] == 1 ? sub[2] : op;
    always @(posedge i_clk) add[2] = add[0] ^ add[1];
    always @(posedge i_clk) sub[2] = sub[0] ^ sub[1];
    always @(posedge i_down_button)
        if (op == 0) begin
            sub[1] = ~sub[1];
            r_dec <= 0;
        end else if (r_dec < 15) r_dec = r_dec + 1;
    always @(negedge i_down_button) sub[0] <= ~sub[0];
    always @(posedge i_up_button)
        if (op == 1) begin
            add[1] = ~add[1];
            r_inc <= 0;
        end else if (r_inc < 15) r_inc = r_inc + 1;
    always @(negedge i_up_button) add[0] <= ~add[0];
endmodule
</file>
<file path="./config.mk">
export PLATFORM = sky130hd
export DESIGN_NAME = Counter
export DESIGN_NICKNAME = Counter
export VERILOG_FILES = /design/flow/design.v
export SDC_FILE = /design/flow/constraint.sdc
export NUM_CORES = 4
export LEC_CHECK = 1
export CORE_UTILIZATION = 30
</file>
<file path="./run.sh">
#!/bin/bash
# OpenROAD 26Q1-2900-gdf79404cd8, Yosys 0.63+post, stock flow scripts
make -C /OpenROAD-flow-scripts/flow DESIGN_CONFIG=/design/flow/config.mk WORK_HOME=/design/flow/orfs finish
</file>
<file path="./constraint.sdc">
current_design Counter

set clk_period 4.5
set clk_io_pct 0.2

create_clock -name clk0 -period $clk_period [get_ports {i_clk}]
create_clock -name clk1 -period $clk_period [get_ports {i_down_button}]
create_clock -name clk2 -period $clk_period [get_ports {i_up_button}]

set non_clock_inputs [all_inputs -no_clocks]
set_input_delay [expr $clk_period * $clk_io_pct] -clock clk0 $non_clock_inputs
set_output_delay [expr $clk_period * $clk_io_pct] -clock clk0 [all_outputs]
</file>
==> run notes <==
run metrics: status completed, internal power 0.800 mW, Pre-Place Util 0.315, ys cells 285, GRT Util Overall 0.114, Pleak 1.27 nW, Pwr Density 298 mW/mm^2, I/O pins 19, routability cong. about 0.79, Synth flops 55, Die H slightly below 100 um, CP bufs+invs 0, count of tool warnings 29, Worst Path Class, Setup register to register, GRT overflow 0, hold slack 0.381 ns, First DRT Iteration DRCs 83, CTS Hold Bufs 0, Reg power frac 0.516, flip-flops with a built-in enable 19, Final ANT Viol Nets 0, yosys warning tally 2, cell row count 34, CTS tree yes, Max transition margin 0.537, register area 0.00129 mm^2, main flop type dfxtp_1, Final Hold Viols 0, Peak VDD IR around 0.12 mV, Mapped Cells ~290, DRC viols 0, Vias a little under 2000, worst clock skew about 0.011 ns, initial antenna violation count 0, clock share of power 0.484, slowest stage cell, crit path dfxtp_1, Hold/Removal Path Class register to register, Core ar. around 0.0089 mm^2, logic area 0.00144 mm^2, Max-cap violations 0, wire per inst 11.4 um, CP top delay family flip-flops, IO buf count 16, max-slew violation count 0, RSZ-0062 raised after global routing false, slowest stage delay, CP just over 0.3 ns, largest net degree at the start of global routing 20, drt pass-1 iters 4, Tightest Pin Transition 0.689 ns, Worst setup SP type register, clock transition at the registers of the reported paths 0.08 ns, top cells, area dfxtp_1, edfxtp_1, xnor2_1, yosys synthesis chip area between 0.002 and 0.003 mm^2, critical-path cell list xor2_1, vias in the first global route 1947, Logic pwr share 0, CP arrival ~3.0 ns, CTS sink cnt 55, final setup vio count 0, Cell Type Count approximately 48, first-pass GRT wire length roughly 9 mm, syn_area_per_cell 9.84 um^2, Post-Syn Area about 0.0028 mm^2, synthesis-to-finish area growth 18.3%, die area 0.00974 mm^2, layout cell share with drive strength beyond 1 0.0759, Worst setup EP type register, ys async rst share 0, Top cell area share 0.257, Sw Share 0.191, P_sw about 0.19 mW, total negative slack 0 ns, DR vias/cell 4.67, Layout fillers 889, final wirelength 4.82 mm, dominant cell type by area after synthesis dfxtp_1, register share after synthesis 0.461, Critical Path RT 4.69 ns, CTS resizes 0, antenna cells 0, setup bufs post-CTS 0, die width 98.7 um, post-DP HPWL 3.48 mm, crit-path max FO 2
[layout by cell type (no fill, tap or decap), types with 2 or more instances in the layout]
cell type / count
or4_1: 2
ha_1: 12
nand3_1: 17
a21oi_1: 7
mux2i_1: 5
clkdlybuf4s50_1: 16
nand2b_1: 4
and3_1: 7
xnor2_1: 23
edfxtp_1: 19
nor2b_1: 5
a21o_1: 2
nand4_1: 7
nor2_1: 31
nand2_1: 20
nand3b_1: 3
o21a_1: 2
or3_1: 4
inv_1: 17
xor2_1: 17
clkbuf_1: 2
dfxtp_1: 36
o21ai_0: 12
nor3_1: 4
o31ai_1: 2
fa_1: 2
clkbuf_8: 11
buf_4: 3
[metrics by stage]
| step | power (mW) | setup WS, ns | std cells | area, um^2 | util |
|---|---|---|---|---|---|
| detailed placement | 0.527 | 1.70 | 408 | 3110 | 0.350 |
| global placement | 0.527 | 1.71 | 408 | 3110 | 0.350 |
| floorplan | 0.527 | 1.71 | 285 | 2800 | - |
| CTS | 1.01 | 1.73 | 424 | 3320 | 0.373 |
| global route | 1.03 | 1.68 | 424 | 3320 | 0.373 |
| finish | 0.989 | 1.72 | 424 | 3320 | 0.373 |
[per-layer routing]
layer | routed length (um) | part of all wire | track usage | vias up
li1 | - | - | - | 1053
met1 | 2510 | 0.52 | 0.169 | 902
met2 | 2090 | 0.43 | 0.176 | 23
met3 | 181 | 0.038 | 0.0303 | 4
met4 | 38 | 0.0079 | 0.0161 | 0
met5 | 0 | 0 | 0 | -
[path summary, 6_finish.rpt]
path / endpoint / cells past startpoint / slack (ns) / start
setup / recovery: add[2] / 1 / 1.72 / add[0]
hold / removal: sub[0] / 1 / 0.38 / sub[0]
setup reg to reg: add[2] / 1 / 1.72 / add[0]
hold reg to reg: sub[0] / 1 / 0.38 / sub[0]
max in group clk1: sub[1] / 2 / 3.18 / op
max in group clk2: r_inc[0] / 4 / 3.30 / r_inc[1]
min in group clk0: add[2] / 1 / 0.39 / add[1]
min in group clk2: add[0] / 1 / 0.39 / add[0]
[power by group through the flow]
stage | registers (mW) | logic (mW) | clock network (mW)
CTS | 0.510 | 0.000000643 | 0.499
global route | 0.510 | 0.000000643 | 0.524
finish | 0.510 | 0.000000643 | 0.479
[kinds of logic (layout without fill, tap and decap cells)]
family                   after synthesis  count (layout)  synth area share
XOR/XNOR                              41              41             0.131
AND-OR/OR-AND                         36              36            0.0884
adder cells (fa/ha/maj)               15              15            0.0718
buffers and inverters                 22              53            0.0303
multiplexers                           5               5            0.0178
flip-flops                            55              55             0.461
AND/OR/NAND/NOR                      111             111             0.200
[flip-flops by register name, indices dropped and copies added, names as in the netlist]
register  cells
r_tick       24
r_number     16
r_dec         4
r_inc         4
add           3
sub           3
op            1
[area by class of cell]
| class | count | share of cell area |
|---|---|---|
| Clock buffer | 13 | 0.0479 |
| Clock inverter | 5 | 0.0155 |
| Inverter | 16 | 0.0181 |
| Multi-Input combinational cell | 208 | 0.433 |
| Sequential cell | 55 | 0.389 |
| Tap cell | 108 | 0.0408 |
| Timing Repair Buffer | 19 | 0.0551 |
[cell usage after synthesis, drive strengths merged, types with 2 or more instances]
cell / count
a21o: 2
a21oi: 7
and3: 8
buf: 3
dfxtp: 36
edfxtp: 19
fa: 2
ha: 12
inv: 17
mux2i: 5
nand2: 20
nand2b: 4
nand3: 17
nand3b: 3
nand4: 7
nor2: 31
nor2b: 5
nor3: 4
nor4: 2
o21a: 2
o21ai: 13
o31ai: 2
or3: 4
or4: 2
xnor2: 24
xor2: 17
No activity file was given, so power comes from the tool's default toggle rates.
