**flow/config.mk**
```make
export PLATFORM = sky130hd
export DESIGN_NAME = top
export DESIGN_NICKNAME = top
export VERILOG_FILES = /design/flow/design.v
export SDC_FILE = /design/flow/constraint.sdc
export NUM_CORES = 4
export LEC_CHECK = 1
export CORE_UTILIZATION = 50
```
**flow/constraint.sdc**
```tcl
current_design top

set clk_period 6.2
set clk_io_pct 0.2

create_clock -name clk0 -period $clk_period [get_ports {i_clk}]

set non_clock_inputs [all_inputs -no_clocks]
set_input_delay [expr $clk_period * $clk_io_pct] -clock clk0 $non_clock_inputs
set_output_delay [expr $clk_period * $clk_io_pct] -clock clk0 [all_outputs]
```
**flow/design.v**
```verilog
module multi7 #(
    parameter DIGITS = 4,
    parameter FREQ = 27_000_000,
    parameter DELAY_US = 1000,
    parameter integer DELAY = FREQ * (DELAY_US / 1_000_000.0)
) (
    i_clk,
    i_digits,
    o_segments_drive,
    o_displays_neg
);
    localparam d_0 = 7'b1111110;
    localparam d_1 = 7'b0110000;
    localparam d_2 = 7'b1101101;
    localparam d_3 = 7'b1111001;
    localparam d_4 = 7'b0110011;
    localparam d_5 = 7'b1011011;
    localparam d_6 = 7'b1011111;
    localparam d_7 = 7'b1110000;
    localparam d_8 = 7'b1111111;
    localparam d_9 = 7'b1111011;
    localparam d_a = 7'b1110111;
    localparam d_b = 7'b0011111;
    localparam d_c = 7'b1001110;
    localparam d_d = 7'b0111101;
    localparam d_e = 7'b1001111;
    localparam d_f = 7'b1000111;
    localparam d_n0 = 7'b0010101;
    localparam d_r1 = 7'b0000101;
    localparam d_o2 = 7'b0011101;
    localparam d_l3 = 7'b0001110;
    localparam d__4 = 7'b0000000;
    localparam gup = 12;
    input i_clk;
    input [(DIGITS*4-1):0] i_digits;
    output [6:0] o_segments_drive;
    output [(DIGITS-1):0] o_displays_neg;
    reg [$clog2(DELAY):0] r_tick = 0;
    reg [(DIGITS*7-1):0] r_displays_state;
    reg [$clog2(DIGITS):0] r_display_select = 0;
    reg [(DIGITS-1):0] r_displays_neg = ~1;
    reg [6:0] r_display_output;
    assign o_segments_drive = r_display_output;
    assign o_displays_neg = r_displays_neg;
    always @(posedge i_clk) begin
        if (r_tick == DELAY - 1) begin
            r_tick <= 0;
            r_displays_neg <= (r_displays_neg << 1) | r_displays_neg[DIGITS-1];
            if (r_display_select == DIGITS - 1) begin
                r_display_select <= 0;
            end else begin
                r_display_select <= r_display_select + 1;
            end
        end else begin
            r_tick <= r_tick + 1;
        end
    end
    generate
        for (genvar i = 0; i < DIGITS; i = i + 1) begin
            localparam TOP = i * 4 + 4 - 1;
            localparam BOTTOM = i * 4;
            localparam G = i * 7 + 7 - 1;
            localparam A = i * 7;
            always @(i_digits[(TOP):(BOTTOM)]) begin
                case (i_digits[(TOP):(BOTTOM)])
                    4'h0: r_displays_state[G:A] <= d_n0;
                    4'h1: r_displays_state[G:A] <= d_r1;
                    4'h2: r_displays_state[G:A] <= d_o2;
                    4'h3: r_displays_state[G:A] <= d_l3;
                    4'h4: r_displays_state[G:A] <= d__4;
                    4'h5: r_displays_state[G:A] <= d_5;
                    4'h6: r_displays_state[G:A] <= d_6;
                    4'h7: r_displays_state[G:A] <= d_7;
                    4'h8: r_displays_state[G:A] <= d_8;
                    4'h9: r_displays_state[G:A] <= d_9;
                    4'hA: r_displays_state[G:A] <= d_a;
                    4'hB: r_displays_state[G:A] <= d_b;
                    4'hC: r_displays_state[G:A] <= d_c;
                    4'hD: r_displays_state[G:A] <= d_d;
                    4'hE: r_displays_state[G:A] <= d_e;
                    4'hF: r_displays_state[G:A] <= d_f;
                endcase
            end
        end
    endgenerate
    always @(r_displays_state or r_display_select) begin
        r_display_output <= r_displays_state >> (r_display_select * 7);     
    end
endmodule
module top(
    i_clk,
    o_segments_drive,
    o_displays_neg
);
    parameter DISPLAYS = 4;
    parameter FREQ = 27_000_000;
    parameter DELAY_MS = 300;
    parameter integer DELAY = FREQ * (DELAY_MS / 1000.0);
    parameter DIGITS = 18;
    parameter SCROLL = 1;
    parameter NUMBER_TOP = 4 * DISPLAYS - 1;
    parameter FULL_TOP = 4 * DIGITS - 1;
    input i_clk;
    output [6:0] o_segments_drive;
    output [(DISPLAYS-1):0] o_displays_neg;
    reg [$clog2(DELAY):0] r_tick = 0;
    reg [FULL_TOP:0] r_number = 'hbea04ca55e123e4444;
    wire [(NUMBER_TOP):0] w_number = r_number[FULL_TOP:FULL_TOP-NUMBER_TOP];
    multi7 #(
        .DIGITS(DISPLAYS),
        .FREQ(FREQ)
    ) display (
        .i_clk(i_clk),
        .i_digits(w_number),
        .o_segments_drive(o_segments_drive),
        .o_displays_neg(o_displays_neg)
    );
    if (SCROLL)
        always @(posedge i_clk) begin
            if (r_tick == DELAY) begin
                r_number <= (r_number << 4) | (r_number[FULL_TOP:FULL_TOP-3]);
                r_tick <= 0;
            end else r_tick <= r_tick + 1;
        end
endmodule
```
**flow/run.sh**
```bash
#!/bin/bash
# OpenROAD 26Q1-2900-gdf79404cd8, Yosys 0.63+post, stock flow scripts
make -C /OpenROAD-flow-scripts/flow DESIGN_CONFIG=/design/flow/config.mk WORK_HOME=/design/flow/orfs finish
```
==> results.cfg <==
; yosys + openroad results
[run_status]
outcome = complete, no violations

[final_timing]
slew_violations = 0
fin_crit_sh = 0.664
slew-limit-headroom = 0.603
grt_setup_unrepaired = false
fin_crit_ns = 4.11
worstMarginPinSlew_ns = 0.596
fin_worst_skew_ns = 0.00570
hold_viol_final = 0
fmax_ghz = 0.243
setup_viol = 0
setup_tns_ns = 0

[final_layout]
fillers = 821
comb_area_um2 = 2090
fin_area_um2 = 6300
seq_area_um2 = 3170
final_util = 0.605
syn2layout_area_growth_pct = 16.3
drive_above_1_share = 0.103

[cts]
clock_sinks = 119
htreeDepth = 4
cts_root_buf = clkbuf_8
clkTransAtPathRegs_ns = 0.06
clk_latency_ns = 0.52
hold_buffers = 0
cts_buffers = 17
cts_tree = done
cts_resized = 0
cts_setup_buffers = 0
cts_buffer_depth = 2

[worst_setup_path]
critPathMostFrequentCell = inv_1
cp.arrival_ns = 2.87
worstSetupStartpointType = register
path_cells = inv_1 > ha_1 > inv_1 > mux4_2 > mux2_2 > o32ai_1 > clkdlybuf4s50_1
crit_type = reg2out
rr_startpoint = r_tick[8]
startpoint = r_number[64]
crit_required_ns = 4.96
r2r_cells = 5
critical-path-slowest-cell = clkdlybuf4s50_1
r2r_slack_ns = 3.57
worstReg2RegEnd = r_number[16]
critPathMaxStageDelay_ns = 0.51
cp_max_fo = 7
cp-end-kind = output pin

[hold_path]
hold_end = r_number[45]
hold_path_depth = 0
hp-class = reg2reg
hold_start = r_number[41]

[global_route]
track_usage = 0.187
grt_max_degree = 43
grt_pass1_vias = 3066
overflow = 0
grt_pass1_wl_um = 15300
antenna_found_initial = 0

[floorplan]
die_area_um2 = 11300
die_x_um = 106
io_pins = 12
coreArea_um2 = 10400
fp.dieH_um = 106
fp_util = 0.520
row_count = 37

[synth]
ys_chip_area_um2 = 5420
yosysCellCount = 438
async_flop_share = 0
syn-instance-count = 438
yosys.area.top_type_share = 0.438
most_common_cell = edfxtp_1
syn_avg_cell_area_um2 = 12.4
flop_cell = edfxtp_1
ys_types = 59
ys_seq_frac = 0.586
synthTopCellsByCount = 79 x edfxtp_1, 40 x dfxtp_1, 36 x nor2_1
top_area_cell = edfxtp_1
topCellsByArea = edfxtp_1 44%, dfxtp_1 15%, ha_1 7.6%
ys_ff = 119
synth_area_um2 = 5420
ys_warn_count = 4
edf_count = 79

[placement]
hpwl_um = 5700
gp_congestion = 0.833
portBuffers = 11
placed_area_um2 = 5660

[route]
ant_nets = 0
vias = 3329
first_pass_iters = 4
diodes = 0
first_iter_violations = 188
drc = 0
wl_per_cell_um = 15.3
wl_um = 9260
viasPerCell = 5.51

[flow_run]
warning_count = 50
cap_violations = 0

[power]
p_leak_nw = 2.44
p_per_area_nw_per_um2 = 300
vdd_drop_max_v = 0.000218
power.total_w = 0.00189
==> where the power goes <==
part / switching, W / internal (W)
Combinational: 0 / 0
Sequential: 0 / 0.000836
Clock: 0.000357 / 0.000695
==> layer usage <==
layer,GRT usage,vias to the layer above,share of wire
met5,0,-,0
met4,0.0367,0,0.019
met3,0.0644,14,0.064
met2,0.251,72,0.42
met1,0.325,1592,0.50
li1,-,1651,-
==> worst max path at each step <==
stage	end	slack, ns	cells past startpoint
5_1_grt	o_segments_drive[3]	1.90	7
6_report	o_segments_drive[3]	2.09	7
4_1_cts	o_segments_drive[3]	2.03	7
==> registers in the layout, summed over array words and instances (netlist names) <==
| signal | cells |
|---|---|
| display.r_display_select | 3 |
| display.r_displays_neg | 4 |
| display.r_tick | 16 |
| r_number | 72 |
| r_tick | 24 |
==> worst max-delay path: cells and delay by family (launching register included) <==
kind                       cells  cell delay (ns)
adders and majority gates      1             0.33
AOI/OAI and AO/OA              1             0.12
buffers and inverters          3             0.68
DFF                            1             0.49
muxes                          2             0.74
==> through the flow <==
| stage | cells | hold WS, ns | setup WS, ns |
|---|---|---|---|
| 2_1_floorplan | 438 | 0.400 | 3.33 |
| 3_3_place_gp | 572 | 0.403 | 2.62 |
| 3_5_place_dp | 572 | 0.405 | 2.61 |
| 4_1_cts | 604 | 0.419 | 2.03 |
| 5_1_grt | 604 | 0.422 | 1.90 |
| 6_report | 604 | 0.414 | 2.09 |
==> layout make-up <==
class | count | area share
Sequential cell | 119 | 0.503
Clock inverter | 15 | 0.0357
Tap cell | 136 | 0.0270
Clock buffer | 17 | 0.0657
Timing Repair Buffer | 14 | 0.0210
Multi-Input combinational cell | 277 | 0.332
Inverter | 26 | 0.0155
==> placed cells by master (no fill, tap or decap), types with 4 or more instances in the layout <==
| cell type | Yosys | routed |
|---|---|---|
| clkinvlp_4 | 0 | 4 |
| nand2_1 | 18 | 18 |
| nand4_1 | 10 | 10 |
| a211oi_1 | 4 | 4 |
| bufinv_16 | 0 | 5 |
| xor2_1 | 8 | 8 |
| mux4_2 | 5 | 5 |
| nor3_1 | 6 | 6 |
| inv_1 | 26 | 26 |
| nor3b_1 | 4 | 4 |
| clkdlybuf4s50_1 | 0 | 11 |
| o21ai_0 | 18 | 18 |
| nand3_1 | 17 | 17 |
| nor2b_1 | 11 | 11 |
| dfxtp_1 | 40 | 40 |
| nor2_1 | 36 | 35 |
| or3_1 | 7 | 7 |
| mux2i_1 | 10 | 10 |
| xnor2_1 | 20 | 20 |
| and4_1 | 4 | 4 |
| clkbuf_16 | 0 | 16 |
| edfxtp_1 | 79 | 79 |
| nor4_1 | 6 | 5 |
| ha_1 | 33 | 33 |
| a21oi_1 | 8 | 8 |
==> kinds of logic after synthesis <==
| group | count (synthesis) | share of synthesized area |
|---|---|---|
| flip-flops | 119 | 0.586 |
| AND-OR/OR-AND | 58 | 0.0730 |
| multiplexers | 17 | 0.0434 |
| XOR/XNOR | 28 | 0.0453 |
| buffers and inverters | 42 | 0.0314 |
| adder cells (fa/ha/maj) | 33 | 0.0762 |
| AND/OR/NAND/NOR | 141 | 0.145 |
No activity file was given, so power comes from the tool's default toggle rates.
